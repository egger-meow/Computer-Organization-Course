==> /design/flow/design.v <==
module Data_Memory(	clk_i, addr_i, data_i, MemRead_i, MemWrite_i, data_o);
input				clk_i;
input	[31:0]		addr_i;
input	[31:0]		data_i;
input				MemRead_i;
input				MemWrite_i;
output	[31:0] 		data_o;
reg		[31:0]		data_o;
reg		[7:0]		Mem 			[0:127];	 
integer				i;
wire signed	[31:0]		memory			[0:31];
assign  memory[0] = {Mem[3], Mem[2], Mem[1], Mem[0]};
assign  memory[1] = {Mem[7], Mem[6], Mem[5], Mem[4]};
assign  memory[2] = {Mem[11], Mem[10], Mem[9], Mem[8]};
assign  memory[3] = {Mem[15], Mem[14], Mem[13], Mem[12]};
assign  memory[4] = {Mem[19], Mem[18], Mem[17], Mem[16]};
assign  memory[5] = {Mem[23], Mem[22], Mem[21], Mem[20]};
assign  memory[6] = {Mem[27], Mem[26], Mem[25], Mem[24]};
assign  memory[7] = {Mem[31], Mem[30], Mem[29], Mem[28]};
assign  memory[8] = {Mem[35], Mem[34], Mem[33], Mem[32]};
assign  memory[9] = {Mem[39], Mem[38], Mem[37], Mem[36]};
assign  memory[10] = {Mem[43], Mem[42], Mem[41], Mem[40]};
assign  memory[11] = {Mem[47], Mem[46], Mem[45], Mem[44]};
assign  memory[12] = {Mem[51], Mem[50], Mem[49], Mem[48]};
assign  memory[13] = {Mem[55], Mem[54], Mem[53], Mem[52]};
assign  memory[14] = {Mem[59], Mem[58], Mem[57], Mem[56]};
assign  memory[15] = {Mem[63], Mem[62], Mem[61], Mem[60]};
assign  memory[16] = {Mem[67], Mem[66], Mem[65], Mem[64]};
assign  memory[17] = {Mem[71], Mem[70], Mem[69], Mem[68]};
assign  memory[18] = {Mem[75], Mem[74], Mem[73], Mem[72]};
assign  memory[19] = {Mem[79], Mem[78], Mem[77], Mem[76]};
assign  memory[20] = {Mem[83], Mem[82], Mem[81], Mem[80]};
assign  memory[21] = {Mem[87], Mem[86], Mem[85], Mem[84]};
assign  memory[22] = {Mem[91], Mem[90], Mem[89], Mem[88]};
assign  memory[23] = {Mem[95], Mem[94], Mem[93], Mem[92]};
assign  memory[24] = {Mem[99], Mem[98], Mem[97], Mem[96]};
assign  memory[25] = {Mem[103], Mem[102], Mem[101], Mem[100]};
assign  memory[26] = {Mem[107], Mem[106], Mem[105], Mem[104]};
assign  memory[27] = {Mem[111], Mem[110], Mem[109], Mem[108]};
assign  memory[28] = {Mem[115], Mem[114], Mem[113], Mem[112]};
assign  memory[29] = {Mem[119], Mem[118], Mem[117], Mem[116]};
assign  memory[30] = {Mem[123], Mem[122], Mem[121], Mem[120]};
assign  memory[31] = {Mem[127], Mem[126], Mem[125], Mem[124]};
initial begin
	for(i=0; i<128; i=i+1)
		Mem[i] = 8'b0;
end 
always@(negedge clk_i) begin
    if(MemWrite_i) begin
		Mem[addr_i+3] <= data_i[31:24];
		Mem[addr_i+2] <= data_i[23:16];
		Mem[addr_i+1] <= data_i[15:8];
		Mem[addr_i]   <= data_i[7:0];
	end
end
always@(addr_i or MemRead_i) begin
	if(MemRead_i)
		data_o = {Mem[addr_i+3], Mem[addr_i+2], Mem[addr_i+1], Mem[addr_i]};
end
endmodule
==> /design/flow/run.sh <==
#!/bin/bash
# OpenROAD 26Q1-2900-gdf79404cd8, Yosys 0.63+post, stock flow scripts
make -C /OpenROAD-flow-scripts/flow DESIGN_CONFIG=/design/flow/config.mk WORK_HOME=/design/flow/orfs finish
==> /design/flow/config.mk <==
export PLATFORM = sky130hd
export DESIGN_NAME = Data_Memory
export DESIGN_NICKNAME = Data_Memory
export VERILOG_FILES = /design/flow/design.v
export SDC_FILE = /design/flow/constraint.sdc
export NUM_CORES = 4
export LEC_CHECK = 1
export CORE_UTILIZATION = 50
==> /design/flow/constraint.sdc <==
current_design Data_Memory

set clk_period 21.0
set clk_io_pct 0.2

create_clock -name clk0 -period $clk_period [get_ports {clk_i}]

set non_clock_inputs [all_inputs -no_clocks]
set_input_delay [expr $clk_period * $clk_io_pct] -clock clk0 $non_clock_inputs
set_output_delay [expr $clk_period * $clk_io_pct] -clock clk0 [all_outputs]
==> Changelog: implementation <==
### Implementation results

* Die height at 454.7 um
* Pwr Total at 7.685 mW
* Detailed Routing Iterations Pass 1 at 12
* Rows at 165
* Critical Path Start Type: input pin
* Port bufs at 73
* CP Max Fanout at 47
* Setup violators final at 0
* GPL Wtd Cong at 1.179
* DP Wirelength at 399,500 um
* CORE AREA at 202,900 um2
* Endpoints left unconstrained at 64
* Deepest clock path buffer count at 3
* Wl on met1 at 179,900 um
* I/O pins at 99
* Max_cap viols at 0
* Die area at 206,800 um2
* Crit path DRT at 10.93 ns
* Top cell excl fill/tap: nand2_1
* Buffer count from post-CTS setup fixing at 0
* Hold path depth at 3
* Area grow syn2layout at 12.48%
* Fin area at 115,300 um2
* Final setup margin at 1.791 ns
* Vias at 102,302
* Top Layout Cells: nand2_1, mux2i_1, inv_1, edfxtp_1, mux4_2
* Non-filler cells, final at 13,308
* Total track usage at 61.59%
* Global route overflow at 0
* Hold buffers post-CTS at 0
* DRC Markers at 0
* Slew headroom at 17.28%
* Number of enable flip-flop cells at 1,024
* DR WL/cell at 45.08 um
* Placed cell area at 106,700 um2
* Final Core Density at 56.81%
* Fillcell total at 16,343
* Synth top area share at 30.00%
* RSZ-0062 raised after global routing: false
* Worst-path clk slew at 0.03 ns
* Data arrival, critical path at 9.14 ns
* Root buf cell: clkbuf_16
* Avg Inst Size Synth at 10.48 um2
* Mapped Cells at 9,779
* Hold Crit Class: in2reg
* Met2 wire length at 232,700 um
* Mapped cell area at 102,500 um2
* H-Tree Depth at 4
* WHS at 14.45 ns
* Pin count of the biggest net entering global routing at 87
* Vias in the first global route at 97,404
* Final ANT Viol Nets at 0
* Register pins left without a clock at 32
* Synth Register Bits at 1,056
* DIE WIDTH at 454.7 um
* Run status: finished, final reports clean
* Ys async rst share at 0%
* Count of final hold-check violations at 0
* Routed WL at 600,000 um
* Top_reg_cell synth: edfxtp_1
* Met3 WL at 121,000 um
* Placement Setup Slack at 1.441 ns
* Leakage at 44.53 nW
* Starting DRT DRC Count at 12,777
* Yosys Chip Area at 102,500 um2
* Placed Cells at 11,953
* Fin Setup TNS at 0 ns
* Via-per-instance ratio at 7.687
* CTS tree: done
* Area leader, netlist: edfxtp_1
* Slew @ Worst Pin at 1.206 ns
* Post-cts repair resize count at 0
* Initial antenna violation count at 98
* Inserted Clock Buffers at 136
* Synth top area cells: edfxtp_1, mux4_2, mux2i_1
* Final Max Tran Viols at 0
* OpenROAD warning count at 1,058
* Critical path class: in2reg
* First-pass GRT wire length at 799,400 um
* DR top layer: met5
* FP Util at 50.50%
* # Cells Yosys at 9,779
* Worst vdd ir at 91.33 uV
* Layout cells sized above 1 at 25.93%
* Power per cell area at 66.66 nW/um2
* Synth warn at 1
* Post-synthesis cell type count at 77
* Crit end category: flip-flop
[area by class of cell]
cell class,count,area (um2),share of cell area (%)
inverters,6,35.03,0.03039
well taps,2672,3343,2.900
clock inverters,1127,4842,4.200
flip-flops and latches,1056,31230,27.09
clock buffers,140,3503,3.039
diodes,89,222.7,0.1932
repair buffers,640,5172,4.487
multi-input cells,7578,66940,58.06
[report_power, final]
part / internal (mW) / leakage [nW] / switching (mW)
logic: 0.633 / 27.3 / 1.38
clock network: 1.68 / 7.71 / 1.60
registers: 2.33 / 9.47 / 0.0552
[layer usage]
metal / global-route usage [%] / vias up
met5: 19.65 / -
met4: 46.10 / 153
met3: 50.83 / 2958
met2: 75.86 / 10903
met1: 67.34 / 48664
li1: - / 39624
[cells by family (layout without fill, tap and decap cells)]
group           after synthesis  after routing  synth area share, %
simple gates               2586           2586                11.56
compound gates             2188           2188                12.91
fa+ha+maj                     7              7              0.08545
buf+inv                    1145           1913                4.672
xor+xnor                     20             20               0.2002
other cells                   0             89                    0
flops                      1024           1024                30.00
mux                        2777           2777                40.10
latches                      32             32               0.4688
[synth_stat cells (all sizes together), types with 32 or more instances]
master and instances:
nand2 1438, mux2i 1129, edfxtp 1024, mux4 998, o21ai 817, clkbuf 779, mux2 650, o22ai 497
nor2 481, buf 359, a21oi 302, nand3 259, a21o 258, a211oi 150, nor2b 136, nand4 64
or4 61, nor3 44, dlxtp 32
[worst max-delay path, cell delays in order]
cell and delay [ns]:
buf_8 0.38, inv_1 0.22, ha_4 0.73, buf_4 0.65, and2_2 0.71, nand3_2 0.78
buf_4 0.53, nor2_1 0.31, nor2_1 0.08, nand3_1 0.39
[worst paths after layout]
path | startpoint | to | slack [ns]
max | addr_i[0] | Mem[88][5]$_DFFE_NP_ | 1.79
min | data_i[5] | Mem[39][5]$_DFFE_NP_ | 14.45
[state kept, by name, summed over array words and instances, names as in the netlist]
name	count
data_o	32
Mem	1024
Power figures rest on the tool's default switching activity, not on a simulated workload.
