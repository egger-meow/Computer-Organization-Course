==> design/flow/design.v <==
module Stage1 (clk_i, rst_n, iinstr, iPC_add1, oinstr, oPC_add1);
    input clk_i, rst_n;
    input  [32-1:0] iinstr;
    input  [32-1:0] iPC_add1;
    reg [32-1:0] instr;
    reg [32-1:0] PC_add1;
    output reg [32-1:0] oinstr;
    output reg [32-1:0] oPC_add1;
    always @(posedge clk_i or negedge rst_n) begin
        if(~rst_n) begin
            oinstr <= 0;
            oPC_add1 <= 0;
        end
        else if(clk_i) begin
            oinstr <= iinstr;
            oPC_add1 <= iPC_add1;
        end
    end
endmodule
module Stage2 (clk_i, rst_n, iWB, iM, iEX, iinstr, iPC_add1, iReadData1, iReadData2, isignextend, oWB, oM, oEX,  oi1, oi2, oPC_add1, oReadData1, oReadData2, osignextend);
    input clk_i, rst_n;
    input  [1:0] iWB;
    input  [2:0] iM;
    input  [4:0] iEX;
    input  [32-1:0] iinstr;
    input  [32-1:0] iPC_add1;
    input  [32-1:0] iReadData1;
    input  [32-1:0] iReadData2;
    input  [32-1:0] isignextend;
    reg [1:0] WB;  
    reg [2:0] M;  
    reg [4:0] EX;  
    reg [32-1:0] instr;
    reg [32-1:0] PC_add1;
    reg [32-1:0] ReadData1;
    reg [32-1:0] ReadData2;
    reg [32-1:0] signextend;
    output reg [1:0] oWB;
    output reg [2:0] oM;
    output reg [4:0] oEX;
    output reg [4:0] oi1, oi2;
    output reg [32-1:0] oPC_add1;
    output reg [32-1:0] oReadData1;
    output reg [32-1:0] oReadData2;
    output reg [32-1:0] osignextend;
    always @(posedge clk_i or negedge rst_n ) begin
        if(~rst_n) begin
            oWB <= 0;
            oM  <= 0;
            oEX <= 0;
            oi1 <= 0;
            oi2 <= 0;
            oPC_add1 <= 0;
            oReadData1 <= 0;
            oReadData2 <= 0;
            osignextend <= 0;
        end
        else if(clk_i) begin
            oi1 <= iinstr[20:16];
            oi2 <= iinstr[15:11];
            oPC_add1 <= iPC_add1;
            oWB <= iWB;
            oM <= iM;
            oEX <= iEX;
            oReadData1 <= iReadData1;
            oReadData2 <= iReadData2;
            osignextend <= isignextend;
        end
    end
endmodule
module Stage3 (clk_i, rst_n, iWB, iM, iPC_add2, izero, iALUResult, iReadData2, iWriteReg_addr, oWB, oM, oPC_add2, ozero, oALUResult, oReadData2, oWriteReg_addr);
    input clk_i, rst_n;
    input  [1:0]    iWB;
    input  [2:0]    iM;
    input  [32-1:0] iPC_add2;
    input           izero;
    input  [32-1:0] iALUResult;
    input  [32-1:0] iReadData2;
    input  [5-1:0]  iWriteReg_addr;
    reg [1:0]    WB;  
    reg [2:0]    M;  
    reg [32-1:0] PC_add2;
    reg          zero;
    reg [32-1:0] ALUResult;
    reg [32-1:0] ReadData2;
    reg [5-1:0]  WriteReg_addr;
    output reg [1:0] oWB;
    output reg [2:0] oM;
    output reg [32-1:0] oPC_add2;
    output reg          ozero;
    output reg [32-1:0] oALUResult;
    output reg [32-1:0] oReadData2;
    output reg [5-1:0]  oWriteReg_addr;
    always @(posedge clk_i or negedge rst_n ) begin
        if(~rst_n) begin
            oWB <= 0;
            oM  <= 0;
            oPC_add2 <= 0;
            ozero <= 0;
            oALUResult <= 0;
            oReadData2 <= 0;
            oWriteReg_addr <= 0;
        end
        else if(clk_i) begin
            oWB <= iWB;
            oM <= iM;
            oPC_add2 <= iPC_add2;
            ozero <= izero;
            oALUResult <= iALUResult;
            oReadData2 <= iReadData2;
            oWriteReg_addr <= iWriteReg_addr;
        end
    end
endmodule
module Stage4 (clk_i, rst_n, iWB, iDM_ReadData, iALUResult, iWriteReg_addr, oWB, oDM_ReadData, oALUResult, oWriteReg_addr);
    input clk_i, rst_n;
    input  [1:0]    iWB;
    input  [32-1:0] iDM_ReadData;
    input  [32-1:0] iALUResult;
    input  [5-1:0]  iWriteReg_addr;
    reg [1:0]    WB;  
    reg [32-1:0] DM_ReadData;
    reg [32-1:0] ALUResult;
    reg [5-1:0]  WriteReg_addr;
    output reg [1:0]    oWB;  
    output reg [32-1:0] oDM_ReadData;
    output reg [32-1:0] oALUResult;
    output reg [5-1:0]  oWriteReg_addr;
    always @(posedge clk_i or negedge rst_n ) begin
        if(~rst_n) begin
            oWB <= 0;
            oDM_ReadData <= 0;
            oALUResult <= 0;
            oWriteReg_addr <= 0;
        end
        else if(clk_i) begin
            oWB <= iWB;
            oDM_ReadData <= iDM_ReadData;
            oALUResult <= iALUResult;
            oWriteReg_addr <= iWriteReg_addr;
        end
    end
endmodule
==> design/flow/run.sh <==
#!/bin/bash
# OpenROAD 26Q1-2900-gdf79404cd8, Yosys 0.63+post, stock flow scripts
make -C /OpenROAD-flow-scripts/flow DESIGN_CONFIG=/design/flow/config.mk WORK_HOME=/design/flow/orfs finish
==> design/flow/config.mk <==
export PLATFORM = sky130hd
export DESIGN_NAME = Stage2
export DESIGN_NICKNAME = Stage2
export VERILOG_FILES = /design/flow/design.v
export SDC_FILE = /design/flow/constraint.sdc
export NUM_CORES = 4
export LEC_CHECK = 1
export CORE_AREA = 10 10 203 203
export DIE_AREA = 0 0 213 213
==> design/flow/constraint.sdc <==
current_design Stage2

set clk_period 1.0
set clk_io_pct 0.2

create_clock -name clk0 -period $clk_period [get_ports {clk_i}]

set non_clock_inputs [all_inputs -no_clocks]
set_input_delay [expr $clk_period * $clk_io_pct] -clock clk0 $non_clock_inputs
set_output_delay [expr $clk_period * $clk_io_pct] -clock clk0 [all_outputs]
==> metrics.log <==
[metrics] run summary
[metrics] Post-Synth XOR/XNOR Area: 0%
[metrics] synthesized-area fraction occupied by ao, oa, aoi and oai cells: 0%
[metrics] number of buffers added on ports: ~300
[metrics] maximum capacitance violations: 0
[metrics] Final Setup Violations: approximately 150
[metrics] area share of and/or/nand/nor cells after synthesis: 0%
[metrics] Post-DP HPWL: roughly 10 mm
[metrics] number of global-route vias before repair: about 2700
[metrics] headroom to the max-slew limit: between 70 and 80%
[metrics] total met3 wirelength after detailed routing: between 1.5 and 2 mm
[metrics] number of rows in the core area: around 70
[metrics] maximum vdd drop: roughly 1.1 mV
[metrics] Dominant flop cell: sky130_fd_sc_hd__dfrtp_1
[metrics] Setup Fix Bufs, Post-CTS: 0
[metrics] critical path start-end classification: register to output pin
[metrics] max-slew violation total from the final report: 0
[metrics] remaining routing DRC violations: 0
[metrics] Multi-Input Combinational: 0
[metrics] x dimension of the die: roughly 210 um
[metrics] vias after detailed routing: 2472
[metrics] Adders+Majority by Area: 0%
[metrics] share of async-settable or async-resettable flops after synthesis: ~100%
[metrics] first-pass GRT wire length: between 15 and 20 mm
[metrics] sequential standard cell area: 0.00370 mm^2
[metrics] commonest cells in the netlist: sky130_fd_sc_hd__dfrtp_1 (148)
[metrics] clock-pin slew on the worst setup and hold paths: 0.06 ns
[metrics] final design utilization: approximately a fifth
[metrics] CTS root buffer: sky130_fd_sc_hd__clkbuf_16
[metrics] slowest cell delay on critical path: between 0.3 and 0.4 ns
[metrics] critical path capture point type: output pin
[metrics] Worst Slack Setup Final: -0.114 ns
[metrics] iteration count of the initial detailed-routing pass: 2
[metrics] tool warnings: just under 50
[metrics] Final Hold Viols: 0
[metrics] post-synthesis chip area from yosys: 0.00370 mm^2
[metrics] synthesized instance count: 148
[metrics] critical path cell sequence: buf_2
[metrics] met2 WL: 5.95 mm
[metrics] filler cell count in the final layout: roughly 3900
[metrics] Core Density at Floorplan: about a tenth
[metrics] failing checks: setup timing
[metrics] die extent in y: around 210 um
[metrics] overall routing resource usage: 5.39%
[metrics] buffer depth of the longest clock path: 2
[metrics] remaining global-route overflow: 0
[metrics] TritonCTS clock tree: built
[metrics] Routed met1 length: 5.03 mm
[metrics] cell area after technology mapping: approximately 0.0037 mm^2
[metrics] I/O pins: between 300 and 400
[metrics] portion of the clock cycle consumed by the worst path in the final layout: 111%
[metrics] run status: finished with violations
[metrics] GPL Wtd Cong: 0.706
[metrics] minimum setup slack after placement: -0.0128 ns
[metrics] maximum clock frequency: 0.898 GHz
[metrics] cell type with the largest total area after synthesis: sky130_fd_sc_hd__dfrtp_1
[metrics] area fraction in mux cells: 0%
[metrics] maximum fanout along the worst path: 1
[metrics] Routed WL per cell: 13.7 um
[metrics] number of antenna diodes: 0
[metrics] gate family responsible for the most delay along the worst path: flip-flops
[metrics] drt initial violations: ~70
[metrics] sequential share of the synthesized area: about 100%
[metrics] data required time of the worst path: 0.80 ns
[metrics] Top Layer Used: met5
[metrics] most frequent cell after synthesis: sky130_fd_sc_hd__dfrtp_1
[metrics] Registers, synthesis: 148
[metrics] overall chip area: 0.0454 mm^2
[metrics] ANT nets after route: 0
[metrics] data arrival time of the critical path: around 0.91 ns
[metrics] leakage power total: ~3.3 nW
[metrics] startpoint type of the worst setup path: register
[metrics] unrepaired setup endpoints after global routing: yes
[metrics] slew of the pin with the lowest slew margin: around 0.31 ns
[metrics] ratio of total power to cell area: between 1500 and 2000 mW/mm^2
[metrics] area share, top type: ~100%
[metrics] Post-Route WL: around 13 mm
[metrics] area of combinational cells with multiple inputs: 0 um^2
[metrics] clock buffers created by TritonCTS: 17
[metrics] Total Negative Setup Slacks: -13.73 ns
[metrics] CP max-delay cell: sky130_fd_sc_hd__dfrtp_1
[metrics] maximum number of pins on one net before global-route repair: 33
[metrics] combined buffer and inverter count along the critical path: 1
[metrics] CTS Sinks: about 150
[metrics] EDFF count, synth: 0
[metrics] Hold Path Class: input port to register
[metrics] top cells by area in the synthesized netlist: sky130_fd_sc_hd__dfrtp_1 (100%)
[metrics] H-tree level count: 4
[metrics] time the final worst path needs with I/O delays and setup: about 1.1 ns
[metrics] total power of the final layout: ~14 mW
[metrics] initial antenna violation count: 1
[metrics] yosys cell count: ~150
[metrics] share of final-layout standard cells stronger than drive strength 1: roughly two fifths
[metrics] Netlist cell types: 1
[metrics] Avg Inst Size Synth: 25.0 um^2
[metrics] number of warnings issued by yosys: 1
[metrics] floorplan core area: approximately 0.037 mm^2
[metrics] signed area change from the synthesized netlist to the final layout: 96.4%
[metrics] Vias per Instance: between 2 and 3
-- cell families (layout without fill, tap and decap cells) --
group                  after synthesis  in the layout
flip-flops                         148            148
buffers and inverters                0            336
-- power by group --
group | leakage, nW | internal, mW | total, mW | switching (mW)
combinational | 1.22 | 0.730 | 1.01 | 0.275
clock | 0.315 | 4.45 | 7.11 | 2.66
sequential | 1.72 | 6.29 | 6.35 | 0.0601
-- state kept, by name (all words and copies together), names as in the netlist --
| signal | cells |
|---|---|
| oEX | 5 |
| oM | 3 |
| oPC_add1 | 32 |
| oReadData1 | 32 |
| oReadData2 | 32 |
| oWB | 2 |
| oi1 | 5 |
| oi2 | 5 |
| osignextend | 32 |
-- worst paths after layout --
| kind | endpoint | startpoint | cells after the start |
|---|---|---|---|
| setup / recovery | oReadData2[7] | oReadData2[7] | 1 |
| hold / removal | oReadData2[1] | iReadData2[1] | 1 |
| max in group asynchronous | osignextend[17] | rst_n | 3 |
| min in group asynchronous | oPC_add1[22] | rst_n | 2 |
-- per-layer routing --
metal | vias to the layer above | track usage (%)
li1 | 1106 | -
met4 | 2 | 1.30
met1 | 1181 | 6.40
met5 | - | 0
met3 | 15 | 3.27
met2 | 168 | 8.14
-- layout make-up --
class	count	share of cell area [%]
timing repair buffer	305	32.1
sequential	148	50.9
clock inverter	14	3.08
clock buffer	17	5.85
tap	468	8.05
-- layout by cell type, fill, tap and decap left out --
cell / Yosys / layout
sky130_fd_sc_hd__clkinvlp_4: 0 / 1
sky130_fd_sc_hd__buf_6: 0 / 1
sky130_fd_sc_hd__clkbuf_16: 0 / 17
sky130_fd_sc_hd__buf_12: 0 / 3
sky130_fd_sc_hd__clkdlybuf4s50_1: 0 / 148
sky130_fd_sc_hd__dfrtp_1: 148 / 148
sky130_fd_sc_hd__buf_4: 0 / 4
sky130_fd_sc_hd__clkinv_2: 0 / 1
sky130_fd_sc_hd__inv_6: 0 / 5
sky130_fd_sc_hd__clkinv_4: 0 / 2
sky130_fd_sc_hd__buf_2: 0 / 148
sky130_fd_sc_hd__dlygate4sd3_1: 0 / 1
sky130_fd_sc_hd__bufinv_16: 0 / 5
-- metrics by stage --
| step | area, um^2 | hold WS (ns) | std cells |
|---|---|---|---|
| floorplan | 3700 | -0.0956 | 148 |
| global placement | 7350 | 0.117 | 920 |
| detailed placement | 7350 | 0.115 | 920 |
| CTS | 7270 | 0.155 | 952 |
| global route | 7270 | 0.164 | 952 |
| finish | 7270 | 0.204 | 952 |
-- timing repair --
item | CTS | global route
setup endpoints to repair | 148 | 148
endpoints found under the hold margin | 148 | 0
gates resized | 466 | 0
hold buffers | 1 | 0
Power is estimated from default activity; no workload was simulated.
